--- ./run.sh ---
#!/bin/bash
# OpenROAD 26Q1-2900-gdf79404cd8, Yosys 0.63+post, stock flow scripts
make -C /OpenROAD-flow-scripts/flow DESIGN_CONFIG=/design/flow/config.mk WORK_HOME=/design/flow/orfs finish
--- ./config.mk ---
export PLATFORM = sky130hd
export DESIGN_NAME = dual_port_block_ram
export DESIGN_NICKNAME = dual_port_block_ram
export VERILOG_FILES = /design/flow/design.v
export SDC_FILE = /design/flow/constraint.sdc
export NUM_CORES = 4
export LEC_CHECK = 1
export CORE_UTILIZATION = 40
--- ./constraint.sdc ---
current_design dual_port_block_ram

set clk_period 13.7
set clk_io_pct 0.2

create_clock -name clk0 -period $clk_period [get_ports {clk}]

set non_clock_inputs [all_inputs -no_clocks]
set_input_delay [expr $clk_period * $clk_io_pct] -clock clk0 $non_clock_inputs
set_output_delay [expr $clk_period * $clk_io_pct] -clock clk0 [all_outputs]
--- ./design.v ---
module dual_port_block_ram(
   clk   ,
   ena   ,   
   wea   ,   
   addra ,   
   enb   ,   
   addrb ,   
   dia   ,   
   dob       
);
	parameter W_DATA = 8;
   parameter N_CELL = 512; 
   parameter W_CELL = $clog2(N_CELL);
   parameter FILENAME = "";
   parameter N_DELAY = 1;
   input clk;   
   input ena;                  
   input wea;                  
   input [W_CELL-1:0] addra;   
   input enb;                  
   input [W_CELL-1:0] addrb;   
   input [W_DATA-1:0] dia;     
   output [W_DATA-1:0] dob;    
	reg [W_DATA-1:0] ram[N_CELL-1:0];
   initial
   begin
      if (FILENAME != "") begin
         $display("### Loading internal memory from %s ###", FILENAME);
         $readmemh(FILENAME, ram);
      end
   end
   always @(posedge clk)
   begin: write
      if(ena)
      begin
         if(wea)
            ram[addra] <= dia;
      end
   end
   generate 
      if(N_DELAY == 1) begin: delay_1
         reg [W_DATA-1:0] rdata;  
         always @(posedge clk)
         begin: read
            if(enb)
               rdata <= ram[addrb];
         end
         assign dob = rdata;
      end
      else begin: delay_n
         reg [N_DELAY*W_DATA-1:0] rdata_r;
         always @(posedge clk)
         begin: read
            if(enb)
               rdata_r[0+:W_DATA] <= ram[addrb];
         end
         always @(posedge clk) begin: delay
            integer i;
            for(i = 0; i < N_DELAY-1; i = i+1)
               if(enb)
                  rdata_r[(i+1)*W_DATA+:W_DATA] <= rdata_r[i*W_DATA+:W_DATA];
         end
         assign dob = rdata_r[(N_DELAY-1)*W_DATA+:W_DATA];
      end
   endgenerate
endmodule
==> out/results.ini <==
[cts]
worst_skew_pair.late_latency_ns=0.97
clock-root-buffer=clkbuf_16
cts.repair.resized=0
post_cts_buffers=0
numCtsBuffers=415
htree_num_levels=5
clock_slew_at_reported_path_ffs_ns=0.06
hold_buffers=0
clock_sinks=4104
ctsLongestPathBuffers=4
clock_tree_from_tritoncts=yes

[placement]
place.detailed.hpwl_um=255000
port_buffers=37
placedCellCount=13100
gp_congestion=0.926

[yosys]
total_of_warnings_raised_by_yosys=1
sequential_fraction_of_the_synthesis_area_pct=76.9
register_bit_count_reported_by_yosys=4104
synthDominantAreaCellType=edfxtp_1
synth_area_um2=160000
postSynth.asyncResetShare_pct=0
synthesis.instances=8021
enable_flop_cells=4104
yosysCellCount=8021
synth-main-ff-cell=edfxtp_1
yosys-top-cells-area=edfxtp_1, mux4_2, mux2i_1, o221ai_1, nor2_1
yosys.stat.chipArea_um2=160000
avgSynthCellArea_um2=20.0
post_synth_num_cell_types=51
synth.top_cell.area_share_pct=76.9

[grt]
grt_pass1_wl_um=598000
number_of_antenna_violations_at_the_first_check_in_global_routing=19
grt_max_degree=140
grt_overflow=0
grtUsageTotal_pct=22.4
first_global_vias=86700

[floorplan]
dieArea_um2=403000
die.size.x_um=635
die-height_um=635
num_rows=232
core_region_area_um2=399000
ios=38
initCoreUtil_pct=40.2

[flow_run]
stage_log_warnings=38
max-cap-violations=0

[final_timing]
setup_viol=0
final_hold_viols=0
clock-skew-final_ns=0.0541
worst_slew_margin_rel_pct=23.7
finalCritPeriodShare_pct=52.8
max_freq_ghz=0.138
min_period_ns=7.23
slew_viols_final=0
rsz0062_at_grt=no
worst_slew_pin_slew_ns=1.13
fin_tns_setup_ns=0

[power]
vdd_drop_max_v=0.000125
leakage_nw=56.4
power.density_cell_area_nw_per_um2=146
final_total_pwr_mw=26.2

[finish]
final_layout_size_suffix_gt1_share_pct=17.6
syn2layout_area_growth_pct=12.2
layout.cells.non_filler=13800

[routing]
post_drt_via_cell_ratio=5.80
antenna_left=0
first_pass_iters=6
wl_per_cell_um=29.9
route.detailed.drc=0
dr_total_vias=80300
routed_wl_um=414000
drt_iter0_drc=5962

[critical_path]
reg2reg_slack_ns=10.45
setup.worst_path.class=in -> reg
cp-end-kind=flip-flop
critPathCapture=delay_1.rdata[1]$_DFFE_PP_
crit_path_frequent_cell=buf_4
worstPathArrival_ns=7.93
worst_path_largest_cell_delay_ns=0.66
timing.critical_path.from=addrb[2]
worst-path-max-fanout=49
cell_by_cell_trace_of_the_critical_path=clkbuf_8 -> buf_4 -> or2_4 -> buf_4 -> buf_4 -> buf_4 -> o221ai_1 -> o22ai_1 -> o21ai_0 -> nand4_1 -> nand4_1 -> and3_1
crit_path_buf_inv_count=5
cell_family_with_most_cp_delay=buffers and inverters
worst_r2r_endpoint=delay_1.rdata[1]$_DFFE_PP_
critical_path_required_ns=14.40
critical_path.slowest_cell=buf_4
cp.depth=12
rr_startpoint=ram[92][1]$_DFFE_PP_
number_of_cells_on_the_worst_reg_to_reg_path=6
setup.worst_path.start_class=input port

[hold_path]
worstHoldPathType=reg -> reg

[status]
run_status=finished clean

==> worst reg2reg max path, stage by stage (launching register included) <==
cell and delay (ns):
edfxtp_1 0.37, mux4_2 0.48, o31ai_1 0.59, nor4_1 0.15, nand4_1 0.48, nand4_1 0.58, and3_1 0.34
==> cell usage in the layout (no fill, tap or decap), types with 94 or more instances in the layout <==
| cell type | count |
|---|---|
| a22oi_1 | 94 |
| nor2_1 | 562 |
| mux4_2 | 617 |
| clkbuf_16 | 425 |
| mux2i_1 | 823 |
| a21oi_1 | 209 |
| buf_4 | 236 |
| o221ai_1 | 367 |
| edfxtp_1 | 4104 |
| o21ai_0 | 116 |
| o22ai_1 | 185 |
| nand2_1 | 104 |
| clkinv_1 | 95 |
==> how the worst min path moves through the flow <==
stage                    startpoint                    endpoint  slack, ns  depth (start not counted)
CTS           ram[153][3]$_DFFE_PP_  delay_1.rdata[3]$_DFFE_PP_       1.22                          6
global route  ram[152][3]$_DFFE_PP_  delay_1.rdata[3]$_DFFE_PP_       1.32                          6
finish        ram[153][3]$_DFFE_PP_  delay_1.rdata[3]$_DFFE_PP_       1.21                          6
==> sequential cells by signal, indices dropped and copies added, names as in the netlist <==
name	count
ram	4096
delay_1.rdata	8
==> layout make-up <==
| class | instances | area [um2] |
|---|---|---|
| fillers | 32700 | 219000 |
| flip-flops and latches | 4104 | 123000 |
| well taps | 5265 | 6590 |
| multi-input cells | 3400 | 34000 |
| clock inverters | 256 | 2540 |
| repair buffers | 288 | 2510 |
| inverters | 4 | 22.5 |
| clock buffers | 507 | 10900 |
| diodes | 25 | 62.6 |
==> routing by layer <==
| layer | GRT usage [%] | vias up | wire [um] |
|---|---|---|---|
| li1 | - | 33900 | - |
| met1 | 26.2 | 40500 | 133000 |
| met2 | 32.8 | 4964 | 193000 |
| met3 | 16.9 | 843 | 70800 |
| met4 | 6.82 | 36 | 16500 |
| met5 | 1.70 | - | 839 |
==> logic make-up after synthesis <==
family	synth area share, %
DFF	76.9
muxes	14.1
AOI/OAI and AO/OA	4.51
and+or+nand+nor	2.47
buffers and inverters	2.03
==> cell usage after synthesis (29+ instances only) <==
library cell,number
edfxtp_1,4104
mux2i_1,823
mux4_2,617
nor2_1,564
o221ai_1,367
clkbuf_1,247
a21oi_1,209
o22ai_1,185
nand2_1,118
o21ai_0,116
a22oi_1,94
buf_4,64
buf_6,62
buf_2,61
nand4_1,45
buf_1,37
nand3_1,36
nor3_1,33
buf_8,29
==> report_power, final <==
part	internal (mW)	switching, mW
logic	0.381	0.838
clock network	6.52	4.66
registers	13.8	0.0123
==> through the flow <==
step / worst slack (ns) / hold slack (ns) / util, % / instance area (um2)
6_report: 6.47 / 1.21 / 45.1 / 180000
5_1_grt: 6.24 / 1.32 / 45.1 / 180000
4_1_cts: 6.62 / 1.22 / 45.0 / 180000
3_5_place_dp: 5.61 / 1.20 / 41.7 / 166000
3_3_place_gp: 5.61 / 1.18 / 41.7 / 166000
2_1_floorplan: 8.83 / 0.981 / - / 160000
