## design.v

```verilog
module dpram(
   clk   ,
   ena   ,   
   wea   ,   
   addra ,   
   enb   ,   
   addrb ,   
   dia   ,   
   dob       
);
   parameter W_DATA = 8;
   parameter N_WORD = 512; 
   parameter W_WORD = $clog2(N_WORD);
   parameter FILENAME = "";
   parameter N_DELAY = 1;
   input clk;   
   input ena;                  
   input wea;                  
   input [W_WORD-1:0] addra;   
   input enb;                  
   input [W_WORD-1:0] addrb;   
   input [W_DATA-1:0] dia;     
   output [W_DATA-1:0] dob;    
	reg [W_DATA-1:0] ram[N_WORD-1:0];
   initial
   begin
      if (FILENAME != "") begin
         $display("### Loading internal memory from %s ###", FILENAME);
         $readmemh(FILENAME, ram);
      end
   end
   always @(posedge clk)
   begin: write
      if(ena)
      begin
         if(wea)
            ram[addra] <= dia;
      end
   end
   generate 
      if(N_DELAY == 1) begin: delay_1
         reg [W_DATA-1:0] rdata;  
         always @(posedge clk)
         begin: read
            if(enb)
               rdata <= ram[addrb];
         end
         assign dob = rdata;
      end
      else begin: delay_n
         reg [N_DELAY*W_DATA-1:0] rdata_r;
         always @(posedge clk)
         begin: read
            if(enb)
               rdata_r[0+:W_DATA] <= ram[addrb];
         end
         always @(posedge clk) begin: delay
            integer i;
            for(i = 0; i < N_DELAY-1; i = i+1)
               if(enb)
                  rdata_r[(i+1)*W_DATA+:W_DATA] <= rdata_r[i*W_DATA+:W_DATA];
         end
         assign dob = rdata_r[(N_DELAY-1)*W_DATA+:W_DATA];
      end
   endgenerate
endmodule
```

## config.mk

```make
export PLATFORM = sky130hd
export DESIGN_NAME = dpram
export DESIGN_NICKNAME = dpram
export VERILOG_FILES = /design/flow/design.v
export SDC_FILE = /design/flow/constraint.sdc
export NUM_CORES = 4
export LEC_CHECK = 1
export CORE_UTILIZATION = 50
```

## constraint.sdc

```tcl
current_design dpram

set clk_period 22.7
set clk_io_pct 0.2

create_clock -name clk0 -period $clk_period [get_ports {clk}]

set non_clock_inputs [all_inputs -no_clocks]
set_input_delay [expr $clk_period * $clk_io_pct] -clock clk0 $non_clock_inputs
set_output_delay [expr $clk_period * $clk_io_pct] -clock clk0 [all_outputs]
```

## run.sh

```bash
#!/bin/bash
# OpenROAD 26Q1-2900-gdf79404cd8, Yosys 0.63+post, stock flow scripts
make -C /OpenROAD-flow-scripts/flow DESIGN_CONFIG=/design/flow/config.mk WORK_HOME=/design/flow/orfs finish
```

==> results.txt <==
Period utilization = 42.09%
Mapped Area = 160,300 um^2
Clock slew at reported path FFs = 0.06 ns
Final Slew Violations = 0
GRT Total Usage = 29.80%
DR vias = 80,060
RD Place Congestion = 0.9321
Worst reg2reg path depth = 7
WL/cell = 33.03 um
Residual DRC count = 0
Cell repeated most along the worst path = buf_4
Worst path bufs/invs = 6
Most common cell in the netlist = edfxtp_1
Post-synth top area share = 76.89%
Endpoints failing setup = 0
Post-CTS sizing = 0
Number of global-route vias before repair = 86,270
Die W = 568.2 um
Minimum clock period = 9.555 ns
Storage cell area = 123,200 um^2
CTS root buffer = clkbuf_16
Clock skew = 0.08593 ns
Starting density of the core = 50.35%
Max Cap Viol = 0
GRT Residual Overflow = 0
Port bufs = 37
Clock Tree Buf Depth = 4
Min-Delay Path Depth = 6
Async set-reset flop share out of synthesis = 0%
Worst flop-to-flop path startpoint = ram[400][1]
Yosys chip area = 160,300 um^2
CTS tree = built
Ys Warns = 1
Log Warnings = 38
CP required = 23.46 ns
Die area = 322,800 um^2
CP startpoint kind = input port
Setup TNS = 0 ns
First-pass GRT wire length = 608,200 um
EDFF count, synth = 4,104
Synth Seq Share = 76.89%
Least-Margin Pin Slew = 1.335 ns
Main flop type = edfxtp_1
Drt pass-1 iters = 5
CP max-delay cell = nand4_1
Share of cells above drive strength 1 = 17.44%
Pwr/cell area = 89.09 nW/um^2
Status = finished, final reports clean
Slew headroom = 11.01%
Synth-to-Final Area Change = 11.42%
Antenna viol nets, final = 0
CP Class = input port to register
Core area = 318,300 um^2
WHS = 1.165 ns
Hold Path Origin = ram[111][1]
Clk sink count = 4,104
Initial antenna violation count = 31
WHS Endpoint = delay_1.rdata[1]
DRT iter0 DRCs = 5,784
Leak = 56.36 nW
Num rows = 207
Mean number of vias per cell = 6.265
Setup bufs post-CTS = 0
RSZ-0062 raised after global routing = false
Final hold violation count = 0
Top cells by count, synth = edfxtp_1 (4,104), mux2i_1 (823), mux4_2 (617), nor2_1 (564), o221ai_1 (367)
Comb area = 33,980 um^2
Setup slack after layout = 13.15 ns
Final Util = 56.10%
Max IR drop VDD = 0.08026 mV
Final HPWL DP = 258,200 um
Largest net degree at the start of global routing = 129
Late-Pin Clk Latency = 0.96 ns
Top cells by area = edfxtp_1 (77%), mux4_2 (8.7%), mux2i_1 (5.1%), o221ai_1 (2.0%), nor2_1 (1.3%)
Fmax = 104.7 MHz
CP top delay family = buffers and inverters
Vertical die size = 568.2 um
Pre-CTS WS = 12.08 ns
Num CTS Buffers = 416
Flops after synth = 4,104
Area leader, netlist = edfxtp_1
Layout fillers = 23,040
Boundary pin count = 38
Setup crit end kind = register
R2r setup slk = 19.23 ns
Avg Inst Size Synth = 19.98 um^2
Arrival @ worst endpoint = 10.32 ns
H-tree levels = 5
Critical Path Fanout Max = 64
Yosys Instances = 8,021
Synthesized instance count = 8,021
Distinct lib cells used = 51
Critical R2R Capture = delay_1.rdata[1]
Hold Crit Class = register to register
Hold buffer count at CTS = 0
Crit path cell chain = buf_16 -> buf_4 -> buf_4 -> buf_4 -> buf_4 -> buf_4 -> mux2i_1 -> o221ai_1 -> a21oi_1 -> nor3_1 -> nand4_1 -> and4_1 -> nor4_2
Total wire length = 422,100 um
Slowest cell delay on critical path = 0.71 ns
==> registers in the layout, summed over array words and instances (netlist names) <==
signal,count
ram,4096
delay_1.rdata,8
==> routing by layer <==
metal / routed length, um / GRT usage, %
met4: 13840 / 7.842
met1: 137600 / 39.85
met5: 1381 / 4.894
met3: 76930 / 22.92
met2: 192300 / 40.67
==> through the flow <==
stage          std cells  instance area [um^2]  total power [W]
3_3_place_gp       11960                164800         0.009246
2_1_floorplan       8021                160300         0.008909
6_report           12780                178600          0.01591
4_1_cts            12730                178400          0.01601
5_1_grt            12770                178600          0.01634
3_5_place_dp       11960                164800         0.009255
==> worst register-to-register path, stage by stage (launching register included) <==
cell      delay [ns]
edfxtp_1        0.36
mux4_2          0.46
and2_1          0.17
a211oi_1        0.46
a311oi_1        0.16
a21oi_1         0.99
nor4_1          0.36
and3_1          0.29
==> logic make-up after synthesis <==
kind of cell	count (synthesis)	synth area share [%]
flip-flops	4104	76.89
AND-OR/OR-AND	1038	4.515
AND/OR/NAND/NOR	904	2.466
multiplexers	1458	14.10
buffers and inverters	517	2.028
==> placed cells by master (no fill, tap or decap), types with 7 or more instances in the layout <==
cell / count
a211oi_1: 23
a21oi_1: 209
a22oi_1: 94
a311oi_1: 8
and2_1: 19
and3_1: 11
and4_1: 7
buf_12: 7
buf_4: 230
buf_8: 10
bufinv_16: 50
clkbuf_1: 81
clkbuf_16: 420
clkdlybuf4s50_1: 24
clkinv_1: 104
clkinv_16: 10
clkinv_2: 74
clkinvlp_4: 9
diode_2: 54
edfxtp_1: 4104
mux2i_1: 823
mux4_1: 17
mux4_2: 617
nand2_1: 103
nand2_4: 12
nand3_1: 32
nand4_1: 45
nor2_1: 562
nor3_1: 31
nor4_1: 26
nor4_2: 7
o21ai_0: 116
o221ai_1: 367
o22ai_1: 185
o31ai_1: 17
==> worst max path at each step <==
stage / start / end / cells after the start
CTS: addrb[0] / delay_1.rdata[3] / 13
global route: addrb[0] / delay_1.rdata[3] / 13
finish: addrb[0] / delay_1.rdata[3] / 13
==> report_power, final <==
group / internal (W) / total [W] / switching (W)
Clock: 0.00397 / 0.00682 / 0.00285
Sequential: 0.00834 / 0.00836 / 0.0000120
Combinational: 0.000229 / 0.000739 / 0.000509
==> cell type report <==
type,count,share of cell area (%)
diodes,54,0.07567
clock inverters,261,1.593
inverters,4,0.01261
repair buffers,275,1.296
well taps,4180,2.929
flip-flops and latches,4104,69.01
clock buffers,501,6.056
multi-input cells,3400,19.03
Power is estimated from default activity; no workload was simulated.
